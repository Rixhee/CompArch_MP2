$ cat ./constraint.sdc
current_design top

set clk_period 3.8
set clk_io_pct 0.2

create_clock -name clk0 -period $clk_period [get_ports {clk}]

set non_clock_inputs [all_inputs -no_clocks]
set_input_delay [expr $clk_period * $clk_io_pct] -clock clk0 $non_clock_inputs
set_output_delay [expr $clk_period * $clk_io_pct] -clock clk0 [all_outputs]
$ cat ./run.sh
#!/bin/bash
# OpenROAD 26Q1-2900-gdf79404cd8, Yosys 0.63+post, stock flow scripts
make -C /OpenROAD-flow-scripts/flow DESIGN_CONFIG=/design/flow/config.mk WORK_HOME=/design/flow/orfs finish
$ cat ./config.mk
export PLATFORM = sky130hd
export DESIGN_NAME = top
export DESIGN_NICKNAME = top
export VERILOG_FILES = /design/flow/design.v
export SDC_FILE = /design/flow/constraint.sdc
export NUM_CORES = 4
export LEC_CHECK = 1
export CORE_UTILIZATION = 50
$ cat ./design.v
module fade #(
    parameter PWM_INTERVAL = 1000,  
    parameter INC_DEC_INTERVAL = 10000,  
    parameter INC_DEC_MAX = 200,  
    parameter INC_DEC_VAL = PWM_INTERVAL / INC_DEC_MAX  
) (
    input logic clk,
    output logic [$clog2(PWM_INTERVAL) - 1: 0] pwm_value
);
    localparam PWM_INC = 1'b0;
    localparam PWM_DEC = 1'b1;
    logic current_state = PWM_INC;
    logic next_state;
    logic [$clog2(INC_DEC_MAX) - 1: 0] inc_dec_count = 0;
    logic [$clog2(INC_DEC_INTERVAL) - 1: 0] clk_count = 0;
    logic time_to_inc_dec = 1'b0;
    logic time_to_transition = 1'b0;
    initial begin
        pwm_value = 0;
    end
    always_comb begin
        next_state = 1'bx;
        case (current_state)
            PWM_INC:
                next_state = PWM_DEC;
            PWM_DEC:
                next_state = PWM_INC;
        endcase
    end
    always_ff @(posedge time_to_inc_dec) begin
        case (current_state)
            PWM_INC:
                pwm_value <= pwm_value + INC_DEC_VAL;
            PWM_DEC:
                pwm_value <= pwm_value - INC_DEC_VAL;
        endcase
    end
    always_ff @(posedge clk) begin
        if (clk_count == INC_DEC_INTERVAL - 1) begin
            clk_count <= 0;
            time_to_inc_dec <= 1'b1;
        end
        else begin
            clk_count <= clk_count + 1;
            time_to_inc_dec <= 1'b0;
        end
    end
    always_ff @(posedge time_to_inc_dec) begin
        if (inc_dec_count == INC_DEC_MAX - 1) begin
            inc_dec_count <= 0;
            time_to_transition <= 1'b1;
        end
        else begin
            inc_dec_count <= inc_dec_count + 1;
            time_to_transition <= 1'b0;
        end
    end
    always_ff @(posedge time_to_transition) begin
        current_state <= next_state;
    end
endmodule
module pwm #(
    parameter PWM_INTERVAL = 1000  
) (
    input logic clk,
    input logic [$clog2(PWM_INTERVAL) - 1: 0] pwm_value,
    output logic pwm_out
);
    logic [$clog2(PWM_INTERVAL) - 1: 0] count = 0;
    always_ff @(posedge clk) begin
        if (count == (PWM_INTERVAL - 1)) begin
            count <= 0;
        end
        else begin
            count <= count + 1;
        end
    end
    assign pwm_out = (count <= pwm_value) ? 1'b1 : 1'b0;
endmodule
module top #(
    parameter PWM_INTERVAL = 1000,
    parameter ONE_SECOND = 12000000,
    parameter STATE_TRANSITION_INTERVAL = ONE_SECOND / 6  
)
(
    input logic clk,
    output logic RGB_R,
    output logic RGB_G,
    output logic RGB_B
);
    logic [$clog2(PWM_INTERVAL) - 1: 0] pwm_value;
    logic [$clog2(STATE_TRANSITION_INTERVAL) - 1: 0] count;
    logic pwm_out;
    localparam GREEN_INC = 3'b000;
    localparam RED_DEC = 3'b001;
    localparam BLUE_INC = 3'b010;
    localparam GREEN_DEC = 3'b011;
    localparam RED_INC = 3'b100;
    localparam BLUE_DEC = 3'b101;
    logic [2:0] current_state = GREEN_INC;
    logic [2:0] next_state;
    logic time_to_switch_state;
    initial begin
        count = 0;
    end
    always_comb begin
        next_state = 3'bxxx;
        RGB_R = 1'b1;
        RGB_G = 1'b1;
        RGB_B = 1'b1;
        case (current_state)
            GREEN_INC: begin
                RGB_R = 1'b0;
                RGB_G = ~pwm_out;
                RGB_B = 1'b1;
                next_state = RED_DEC;
            end
            RED_DEC: begin
                RGB_R = ~pwm_out;
                RGB_G = 1'b0;
                RGB_B = 1'b1;
                next_state = BLUE_INC;
            end
            BLUE_INC: begin
                RGB_R = 1'b1;
                RGB_G = 1'b0;
                RGB_B = ~pwm_out;
                next_state = GREEN_DEC;
            end
            GREEN_DEC: begin
                RGB_R = 1'b1;
                RGB_G = ~pwm_out;
                RGB_B = 1'b0;
                next_state = RED_INC;
            end
            RED_INC: begin
                RGB_R = ~pwm_out;
                RGB_G = 1'b1;
                RGB_B = 1'b0;
                next_state = BLUE_DEC;
            end
            BLUE_DEC: begin
                RGB_R = 1'b0;
                RGB_G = 1'b1;
                RGB_B = ~pwm_out;
                next_state = GREEN_INC;
            end
            default: begin
                next_state = GREEN_INC;
            end
        endcase
    end
    always_ff @(posedge clk) begin
        if (count == ($clog2(STATE_TRANSITION_INTERVAL))'(STATE_TRANSITION_INTERVAL - 1)) begin
            count <= 0;
            time_to_switch_state <= 1'b1;
        end
        else begin
            count <= count + 1;
            time_to_switch_state <= 1'b0;
        end
    end
    always_ff @(posedge time_to_switch_state) begin
        current_state <= next_state;
    end
    fade #(
        .PWM_INTERVAL (PWM_INTERVAL)
    ) u1 (
        .clk (clk),
        .pwm_value (pwm_value)
    );
    pwm #(
        .PWM_INTERVAL (PWM_INTERVAL)
    ) u2 (
        .clk (clk),
        .pwm_value (pwm_value),
        .pwm_out (pwm_out)
    );
endmodule
==> qor.yml <==
power:
  power.internal_uw: 624
  power.total_uw: 790
  swShare_pct: 21.1
  ir_drop_uv: 194
  static-leakage-power_uw: 0.00142
  clkPwrFrac_pct: 37.7
  switchingPower_uw: 166
  pwr-share-seq_pct: 62.3
  power_density_nw_per_um2: 229
  pwr-share-comb_pct: 0
synth:
  yosysMostFrequentCell: "dfxtp_1"
  flop_cell: "dfxtp_1"
  synthTopCellsByCount: "dfxtp_1 (70), nor2_1 (36), xnor2_1 (28)"
  yosysTopAreaCell: "dfxtp_1"
  ys_seq_share_pct: 43.1
  synth_cells: 342
  edf_count: 0
  synth_chip_area_um2: 3250
  ys_cells: 342
  syn-mean-instance-area_um2: 9.50
  ys_types: 46
  top_cells_by_area: "dfxtp_1 (43%), ha_1 (8.5%), xnor2_1 (7.6%)"
  async_reset_ff_share_pct: 0
  yosysTopAreaCellShare_pct: 43.1
  synth_area_um2: 3250
  ys_ff: 70
  yosys_warnings: 3
grt:
  met2_usage_pct: 22.9
  antenna_found_initial: 0
  busiest_layer: "met1"
  grt_first_pass_wirelength_mm: 7.90
  track_usage_pct: 14.9
  use_met3_pct: 2.45
  grt_pass1_vias: 1850
  use_met1_pct: 23.7
  overflow: 0
  grt_max_degree: 20
routing:
  antenna_cells: 0
  wl_mm: 4.63
  vias: 2174
  post-route-drc-count: 0
  dr.pass1.iters: 6
  post_drt_wl_per_cell_um: 10.9
  first_iter_violations: 56
  vias_per_cell: 5.12
  ant_nets: 0
worst_setup_path:
  cp.required_ns: 3.04
  timing.rr.end: "count[18]"
  worstPathCellList: "ha_1 -> a21o_1 -> a211oi_1 -> o221ai_1 -> o21ai_0 -> o21bai_1 -> clkdlybuf4s50_1"
  worstSetupPathType: "flip-flop to output port"
  startpoint_type: "flip-flop"
  reg2reg_depth: 6
  crit_fanout: 5
  r2r_setup_slack_ns: 1.88
  crit_family: "AND-OR/OR-AND gates"
  worst_path_max_delay_cell: "dfxtp_1"
  cp-end-kind: "output port"
  critical_path_arrival_ns: 2.41
  reg2reg_from: "count[0]"
  critical-path-max-stage-delay_ns: 0.45
  critPathBufInv: 1
  startpoint: "u2.count[3]"
worst_hold_path:
  hold_end: "count[0]"
  min-delay-start: "count[0]"
  holdPathStages: 1
  min_path_type: "flip-flop to flip-flop"
placement:
  io_buffer_count: 3
  hpwlAfterDp_mm: 3.52
  placed_cells: 417
  globalplace.congestion: 0.776
floorplan:
  boundaryPins: 4
  die_w_um: 82.6
  core_area_um2: 6310
  rows: 29
  fp-utilization_pct: 51.4
  chip_area_um2: 6820
  die_h_um: 82.6
final_timing:
  unclocked_pins: 23
  max_slew_margin_pct: 64.6
  finalSetupViolCount: 0
  hold_ws_ns: 0.440
  clock.fmax_mhz: 315
  drv_slew: 0
  fin_crit_sh_pct: 83.5
  tns_ns: 0
  unconstrained_endpoints: 23
  post-route-min-period_ns: 3.17
  hold_viol: 0
  rsz0062_at_grt: "no"
  worstMarginPinSlew_ns: 0.530
  fin_skew_ns: 0.0129
finish:
  drive_gt1_share_pct: 5.75
  area_growth_pct: 6.01
  fin_cells: 425
  utilization_pct: 54.5
job:
  drv_cap: 0
  warnings: 25
status:
  status: "finished clean"
cts:
  cts_tree: "done"
  clockRootBuffer: "clkbuf_8"
  cts_buffers: 5
  cts_resized: 0
  post_cts_buffers: 0
  ctsHtreeMaxLevel: 2
  clkLatencyLatePin_ns: 0.30
  ctsHoldBuffers: 0
  path_clk_slew_ns: 0.09
  cts_buffer_depth: 2
==> state kept, by name (all words and copies together), names as in the netlist <==
| register | cells |
|---|---|
| current_state | 3 |
| u1.time_to_transition | 1 |
| u2.count | 10 |
| time_to_switch_state | 1 |
| u1.clk_count | 14 |
| u1.inc_dec_count | 8 |
| u1.time_to_inc_dec | 1 |
| count | 21 |
| u1.pwm_value | 10 |
| u1.current_state | 1 |
==> metrics by stage <==
step,cell area (um2),worst slack (ns)
after floorplan,3250,1.55
after global placement,3350,0.984
after global routing,3440,0.411
final,3440,0.625
after CTS,3440,0.580
after detailed placement,3350,0.956
==> cells by family after synthesis <==
| logic type | count (synthesis) | share of synthesized area [%] |
|---|---|---|
| buffers and inverters | 23 | 2.77 |
| xor gates and xnor gates | 50 | 13.5 |
| and+or+nand+nor | 134 | 23.5 |
| muxes | 1 | 0.308 |
| AOI/OAI and AO/OA | 41 | 7.74 |
| adders and majority gates | 23 | 9.09 |
| DFF | 70 | 43.1 |
==> final cells by class <==
| class | count | area, um2 |
|---|---|---|
| fillers | 574 | 2870 |
| clock buffers | 5 | 68.8 |
| repair buffers | 3 | 30.0 |
| clock inverters | 3 | 22.5 |
| well taps | 77 | 96.3 |
| inverters | 18 | 67.6 |
| multi-input cells | 249 | 1760 |
| flip-flops and latches | 70 | 1400 |
==> power by group through the flow <==
stage	clock network, uW	logic, uW	registers [uW]
4_1_cts	315	0.000806	492
5_1_grt	332	0.000806	492
6_report	298	0.000806	492
==> cells in the final DEF, fill, tap and decap left out, types with 3 or more instances in the layout <==
master / synthesis / layout
nor3_1: 7 / 7
nor2b_1: 6 / 6
o21ai_0: 11 / 11
clkbuf_8: 0 / 5
inv_1: 17 / 17
and2_1: 4 / 4
a21o_1: 4 / 4
xnor2_1: 28 / 28
nand3_1: 21 / 21
clkdlybuf4s50_1: 0 / 3
a21oi_1: 13 / 13
and4_1: 5 / 5
a211oi_1: 4 / 4
ha_1: 22 / 22
or3_1: 3 / 3
dfxtp_1: 70 / 70
nand2_1: 17 / 17
nor4_1: 3 / 3
xor2_1: 22 / 22
nor2_1: 36 / 36
nand4_1: 5 / 5
and3_1: 9 / 9
==> layer usage <==
metal	routed length (um)	up-vias
met5	0	-
met4	38	0
met3	89	4
met2	1810	19
met1	2690	952
li1	-	1199
==> worst max-delay path by stage <==
stage / end / slack, ns / cells past startpoint
after CTS: RGB_R / 0.58 / 7
after global routing: RGB_R / 0.41 / 7
final: RGB_R / 0.63 / 7
Power figures rest on the tool's default switching activity, not on a simulated workload.
